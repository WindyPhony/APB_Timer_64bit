==> flow/design.v <==
module apb_slave (
	input wire CLK,
	input wire RST_N,
	input wire PSEL,
	input wire PENABLE,
	input wire PWRITE,
	input wire PSLVERR,
	output wire PREADY,
	output wire WRITE_EN,
	output wire READ_EN
);
reg ready;
always @(posedge CLK or negedge RST_N) begin
	if(!RST_N) begin
		ready <= 1'b0;
	end
	else begin
		ready <= PSEL & PENABLE & !ready;
	end
end
assign PREADY   = ready;
assign WRITE_EN = ready & (PWRITE & ~PSLVERR);
assign READ_EN  = ready & !PWRITE;
endmodule
module counter(
	input wire CLK,
	input wire RST_N,
	input wire sel_wTDR0,
	input wire sel_wTDR1,
	input wire timer_en,
	input wire cnt_en,
	input wire [31:0]DATA_TDR0,
	input wire [31:0]DATA_TDR1,
	output reg [63:0]COUNTER_VALUE
);
reg pre_timer_en;
wire [1:0]timer_ctrl;
reg [63:0]cnt;
assign timer_ctrl = {pre_timer_en, timer_en};
always @* begin
	case (timer_ctrl)
		2'b00  : cnt = COUNTER_VALUE;
		2'b01  : cnt = cnt_en ? (COUNTER_VALUE + 1) : COUNTER_VALUE;
		2'b10  : cnt = 64'h0;
		default: cnt = cnt_en ? (COUNTER_VALUE + 1) : COUNTER_VALUE;	
	endcase
end
always @(posedge CLK or negedge RST_N) begin
	if(!RST_N) begin
		pre_timer_en <= 1'b0;
	end
	else begin
		pre_timer_en <= timer_en;
	end
end
always @(posedge CLK or negedge RST_N) begin
	if(!RST_N) begin
		COUNTER_VALUE <= 64'h0;
	end
	else begin
		if(sel_wTDR0) begin
			COUNTER_VALUE[31:0] <= DATA_TDR0; 
		end
		else begin
			COUNTER_VALUE[31:0] <= cnt[31:0];
		end
		if(sel_wTDR1) begin
			COUNTER_VALUE[63:32] <= DATA_TDR1; 
		end
		else begin
			COUNTER_VALUE[63:32] <= cnt[63:32];
		end
	end
end
endmodule
module counter_control(
	input wire CLK,
	input wire RST_N,
	input wire [3:0]div_val,
	input wire div_en,
	input wire timer_en,
	input wire halt_ack,
	output reg cnt_en
);
reg  [7:0]int_cnt;
always @(posedge CLK or negedge RST_N) begin
	if(!RST_N) begin
		int_cnt <= 8'b0;
	end
	else begin
		if(halt_ack) begin
			int_cnt <= int_cnt;
		end
		else begin
			if((int_cnt == 2**(div_val)-1) || !div_en || !timer_en) begin
				int_cnt <= 8'b0;
			end
			else begin
				int_cnt <= int_cnt + 1;
			end
		end
	end
end
always @* begin
	if(!timer_en) begin
		cnt_en = 1'b0;
	end
	else begin
		if(!div_en) begin
			cnt_en = ~halt_ack;
		end
		else begin
			cnt_en = (int_cnt == 2**(div_val)-1) & ~halt_ack;
		end
	end
end
endmodule
module register (
	input wire CLK,
	input wire RST_N,
	input wire WRITE_EN,
	input wire READ_EN,
	input wire PWRITE,
	input wire [11:0] PADDR,
	input wire [31:0] PWDATA,
	input wire [3:0]  PSTRB,
	input wire [63:0] COUNTER_VALUE,
	input wire dbg_mode,
	input wire PREADY,
	output wire halt_ack,
	output wire div_en,
	output wire [3:0] div_val,
	output wire timer_en,
	output wire sel_wTDR0,
	output wire sel_wTDR1,
	output reg [31:0] PRDATA, 
	output wire PSLVERR, 
	output wire tim_int,
	output wire err_div_val_timer,
        output wire err_div_en,
	output wire [31:0] DATA_TDR0,
	output wire [31:0] DATA_TDR1
);
wire sel_wTCR;
wire ewrite_div_val;
wire ewrite_div_timer_en;
reg  [3:0] div_val_t;
reg  div_en_t;
reg  timer_en_t;
assign sel_wTCR            = (PADDR == 12'h000) & WRITE_EN;
assign ewrite_div_val      = (PWDATA[11:8] < 4'b1001) & PSTRB[1] & sel_wTCR;
assign ewrite_div_timer_en = PSTRB[0] & sel_wTCR;
assign div_val             = div_val_t;
assign div_en              = div_en_t;
assign timer_en            = timer_en_t;
always @(posedge CLK or negedge RST_N) begin
	if(!RST_N) begin
		div_val_t <= 4'b0001;
		div_en_t <= 1'b0;
		timer_en_t <= 1'b0;
	end 
	else begin
		if(ewrite_div_val) begin
			div_val_t <= PWDATA[11:8];
		end
		else begin
			div_val_t <= div_val_t;
		end
		if(ewrite_div_timer_en) begin
			div_en_t <= PWDATA[1];
			timer_en_t <= PWDATA[0];
		end
		else begin
			div_en_t <= div_en_t;
			timer_en_t <= timer_en_t;
		end
	end
end
wire [31:0] TDR0;
assign sel_wTDR0   = WRITE_EN & (PADDR == 12'h004);
assign TDR0[31:24] = (PSTRB[3] & sel_wTDR0) ? PWDATA[31:24] : COUNTER_VALUE[31:24];
assign TDR0[23:16] = (PSTRB[2] & sel_wTDR0) ? PWDATA[23:16] : COUNTER_VALUE[23:16];
assign TDR0[15:8]  = (PSTRB[1] & sel_wTDR0) ? PWDATA[15:8]  : COUNTER_VALUE[15:8] ;
assign TDR0[7:0]   = (PSTRB[0] & sel_wTDR0) ? PWDATA[7:0]   : COUNTER_VALUE[7:0]  ;
assign DATA_TDR0   = TDR0;
wire [31:0] TDR1;
assign sel_wTDR1   = WRITE_EN & (PADDR == 12'h008);
assign TDR1[31:24] = (PSTRB[3] & sel_wTDR1) ? PWDATA[31:24] : COUNTER_VALUE[63:56];
assign TDR1[23:16] = (PSTRB[2] & sel_wTDR1) ? PWDATA[23:16] : COUNTER_VALUE[55:48];
assign TDR1[15:8]  = (PSTRB[1] & sel_wTDR1) ? PWDATA[15:8]  : COUNTER_VALUE[47:40];
assign TDR1[7:0]   = (PSTRB[0] & sel_wTDR1) ? PWDATA[7:0]   : COUNTER_VALUE[39:32];
assign DATA_TDR1   = TDR1;
reg [31:0] TCMP0;
wire sel_wTCMP0;
assign sel_wTCMP0 = WRITE_EN & (PADDR == 12'h00C);
always @(posedge CLK or negedge RST_N) begin
	if(!RST_N) begin
		TCMP0 <= 32'hffff_ffff;
	end
	else begin
		if(sel_wTCMP0 && PSTRB[3]) begin
			TCMP0[31:24] <= PWDATA[31:24];
		end
		else begin
			TCMP0[31:24] <= TCMP0[31:24];
		end
		if(sel_wTCMP0 && PSTRB[2]) begin
			TCMP0[23:16] <= PWDATA[23:16];
		end
		else begin
			TCMP0[23:16] <= TCMP0[23:16];
		end
		if(sel_wTCMP0 && PSTRB[1]) begin
			TCMP0[15:8] <= PWDATA[15:8];
		end
		else begin
			TCMP0[15:8] <= TCMP0[15:8];
		end
		if(sel_wTCMP0 && PSTRB[0]) begin
			TCMP0[7:0] <= PWDATA[7:0];
		end
		else begin
			TCMP0[7:0] <= TCMP0[7:0];
		end
	end
end
reg [31:0] TCMP1;
wire sel_wTCMP1;
assign sel_wTCMP1 = WRITE_EN & (PADDR == 12'h010);
always @(posedge CLK or negedge RST_N) begin
	if(!RST_N) begin
		TCMP1 <= 32'hffff_ffff;
	end
	else begin
		if(sel_wTCMP1 && PSTRB[3]) begin
			TCMP1[31:24] <= PWDATA[31:24];
		end
		else begin
			TCMP1[31:24] <= TCMP1[31:24];
		end
		if(sel_wTCMP1 && PSTRB[2]) begin
			TCMP1[23:16] <= PWDATA[23:16];
		end
		else begin
			TCMP1[23:16] <= TCMP1[23:16];
		end
		if(sel_wTCMP1 && PSTRB[1]) begin
			TCMP1[15:8] <= PWDATA[15:8];
		end
		else begin
			TCMP1[15:8] <= TCMP1[15:8];
		end
		if(sel_wTCMP1 && PSTRB[0]) begin
			TCMP1[7:0] <= PWDATA[7:0];
		end
		else begin
			TCMP1[7:0] <= TCMP1[7:0];
		end
	end
end
wire sel_wTIER;
reg INT_EN;
assign sel_wTIER = WRITE_EN & (PADDR == 12'h014);
always @(posedge CLK or negedge RST_N) begin
	if(!RST_N) begin
		INT_EN = 1'b0;
	end
	else begin
		if(sel_wTIER && PSTRB[0]) begin
			INT_EN <= PWDATA[0];
		end
		else begin
			INT_EN <= INT_EN;
		end
	end
end
wire [63:0] TCMP;
wire sel_wTISR;
reg INT_ST;
wire clr_int;
assign TCMP      = {TCMP1, TCMP0};
assign sel_wTISR = WRITE_EN & (PADDR == 12'h018);
assign clr_int   = (sel_wTISR & PSTRB[0]) & PWDATA[0];
always @(posedge CLK or negedge RST_N) begin
	if(!RST_N) begin
		INT_ST <= 1'b0;
	end
	else begin
		if(clr_int) begin
			INT_ST <= 1'b0;
		end
		else begin
			if(COUNTER_VALUE == TCMP) begin
				INT_ST <= 1'b1;
			end
			else begin
				INT_ST <= INT_ST;
			end
		end 
	end
end
assign tim_int = INT_EN & INT_ST;
wire sel_wTHCSR;
reg halt_req;
assign sel_wTHCSR = WRITE_EN & (PADDR == 12'h01C);
always @(posedge CLK or negedge RST_N) begin
	if(!RST_N) begin
		halt_req <= 1'b0;
	end
	else begin	
		if(sel_wTHCSR && PSTRB[0]) begin
			halt_req <= PWDATA[0];	
		end
		else begin
			halt_req <= halt_req;
		end
	end
end
assign halt_ack = halt_req & dbg_mode;
always @* begin
	if(!READ_EN) begin
		PRDATA <= 32'h0;
	end
	else begin
		case(PADDR)
			12'h000: PRDATA = {20'h0, div_val_t, 6'h0, div_en_t, timer_en_t};
			12'h004: PRDATA = COUNTER_VALUE[31:0];
			12'h008: PRDATA = COUNTER_VALUE[63:32];
			12'h00C: PRDATA = TCMP0;
			12'h010: PRDATA = TCMP1;
			12'h014: PRDATA = {31'h0, INT_EN};
			12'h018: PRDATA = {31'h0, INT_ST};
			12'h01C: PRDATA = {30'h0, halt_ack, halt_req};
			default: PRDATA = PRDATA;
		endcase
	end
end
wire err_div_val_mode;
assign err_div_val_mode  = !(PWDATA[11:8] < 4'b1001) & PSTRB[1];
assign err_div_val_timer = (PWDATA[11:8] != div_val) & timer_en & PSTRB[1];
assign err_div_en        = (PWDATA[1] != div_en) & timer_en & PSTRB[0];
assign PSLVERR           = (err_div_val_mode | err_div_val_timer | err_div_en) & PREADY & (PADDR == 12'h000) & PWRITE;
endmodule
module top(
	input wire sys_clk,
	input wire sys_rst_n,
	input wire tim_psel,
	input wire tim_pwrite,
	input wire tim_penable,
	input wire [11:0]tim_paddr,
	input wire [31:0]tim_pwdata,
	input wire dbg_mode,
	input wire [3:0] tim_pstrb,
	output wire [31:0]tim_prdata,
	output wire tim_pready,
	output wire tim_pslverr,
	output wire tim_int
);
wire WRITE_EN;
wire READ_EN;
wire div_en;
wire [3:0]div_val;
wire timer_en;
wire halt_ack;
wire err_div_val;
wire err_div_en;
wire cnt_en;
wire sel_wTDR0;
wire sel_wTDR1;
wire [31:0]DATA_TDR0;
wire [31:0]DATA_TDR1;
wire [63:0]COUNTER_VALUE;
register re(.CLK(sys_clk),
            .RST_N(sys_rst_n),
            .WRITE_EN(WRITE_EN),
            .READ_EN(READ_EN),
            .PADDR(tim_paddr),
            .PWDATA(tim_pwdata),
            .PSTRB(tim_pstrb),
            .COUNTER_VALUE(COUNTER_VALUE),
            .dbg_mode(dbg_mode),
            .halt_ack(halt_ack),
            .div_en(div_en),
            .div_val(div_val),
            .timer_en(timer_en),
            .sel_wTDR0(sel_wTDR0),
            .sel_wTDR1(sel_wTDR1),
            .PRDATA(tim_prdata),
            .PSLVERR(tim_pslverr),
            .tim_int(tim_int),
            .err_div_val_timer(err_div_val),
            .err_div_en(err_div_en),
            .DATA_TDR0(DATA_TDR0),	    
            .DATA_TDR1(DATA_TDR1),
	    .PREADY(tim_pready),
	    .PWRITE(tim_pwrite)	    
);
apb_slave as(.CLK(sys_clk),
	     .RST_N(sys_rst_n),
	     .PSEL(tim_psel),
	     .PENABLE(tim_penable),
	     .PWRITE(tim_pwrite),
	     .PREADY(tim_pready),
	     .WRITE_EN(WRITE_EN),
	     .READ_EN(READ_EN),
	     .PSLVERR(tim_pslverr)
);
counter_control cc(.CLK(sys_clk),
	           .RST_N(sys_rst_n),
		   .div_en(div_en),
		   .div_val(div_val),
		   .timer_en(timer_en),
		   .halt_ack(halt_ack),
		   .cnt_en(cnt_en)
);
counter co(.CLK(sys_clk),
	   .RST_N(sys_rst_n),
	   .sel_wTDR0(sel_wTDR0),
	   .sel_wTDR1(sel_wTDR1),
	   .timer_en(timer_en),
	   .cnt_en(cnt_en),
	   .DATA_TDR0(DATA_TDR0),
	   .DATA_TDR1(DATA_TDR1),
	   .COUNTER_VALUE(COUNTER_VALUE)
);
endmodule
==> flow/run.sh <==
#!/bin/bash
# OpenROAD 26Q1-2900-gdf79404cd8, Yosys 0.63+post, stock flow scripts
make -C /OpenROAD-flow-scripts/flow DESIGN_CONFIG=/design/flow/config.mk WORK_HOME=/design/flow/orfs finish
==> flow/config.mk <==
export PLATFORM = sky130hd
export DESIGN_NAME = top
export DESIGN_NICKNAME = top
export VERILOG_FILES = /design/flow/design.v
export SDC_FILE = /design/flow/constraint.sdc
export NUM_CORES = 4
export LEC_CHECK = 1
export CORE_UTILIZATION = 50
==> flow/constraint.sdc <==
current_design top

set clk_period 6.1
set clk_io_pct 0.2

create_clock -name clk0 -period $clk_period [get_ports {sys_clk}]

set non_clock_inputs [all_inputs -no_clocks]
set_input_delay [expr $clk_period * $clk_io_pct] -clock clk0 $non_clock_inputs
set_output_delay [expr $clk_period * $clk_io_pct] -clock clk0 [all_outputs]
==> impl_summary.log <==
[metrics] run summary
INFO  metric outcome = finished, final reports clean
INFO  metric average_detailed_routed_wire_length_per_instance = 25.1 um
INFO  metric cellInternalPower = 1600 uW
INFO  metric timing.rr.start = re.div_val_t[2]$_DFFE_PN0P_
INFO  metric flop_cell = sky130_fd_sc_hd__dfrtp_1
INFO  metric placedInstanceArea = 12000 um^2
INFO  metric full_die_area = ~22000 um^2
INFO  metric vias_per_cell = ~6.7
INFO  metric clock-skew-final = 0.0104 ns
INFO  metric cp_data_required_time = 4.88 ns
INFO  metric track_usage = 38.2%
INFO  metric timing.hold.worst_endpoint = re.TCMP1[0]$_DFFE_PN1P_
INFO  metric edf_count = 0
INFO  metric unrepaired_setup_endpoints_after_global_routing = false
INFO  metric utilization_after_layout = 59.3%
INFO  metric synth-warning-count = 4
INFO  metric max_slew_margin = 31.0%
INFO  metric route.final.wire_length = 39700 um
INFO  metric max-clock-path-buffers = 2
INFO  metric finish.cell_count_without_fillers = roughly 1600
INFO  metric arrival = around 3.5 ns
INFO  metric tightestPinTransition = 1.03 ns
INFO  metric area_leaders = sky130_fd_sc_hd__dfrtp_1 (19%), sky130_fd_sc_hd__dfstp_2 (16%), sky130_fd_sc_hd__mux2_2 (6.8%)
INFO  metric unclocked_regs = 32
INFO  metric clock.latency.late_pin = 0.43 ns
INFO  metric postSynth.asyncResetShare = 82.1%
INFO  metric logic_area = 6180 um^2
INFO  metric finalSetupViolations = 0
INFO  metric die_width = between 100 and 150 um
INFO  metric r2r-end = co.COUNTER_VALUE[30]$_DFFE_PN0P_
INFO  metric timing_limited_maximum_frequency = 213 MHz
INFO  metric cts_setup_buffers = 0
INFO  metric path_max_fanout = 7
INFO  metric drc = 0
INFO  metric yosys_cells = between 1000 and 1500
INFO  metric finalHoldViolations = 0
INFO  metric numPortBuffers = 88
INFO  metric number_of_hold_buffers_added_after_cts = 0
INFO  metric synthDistinctLibCells = 78
INFO  metric share_comb_of_total_power = 5.0%
INFO  metric seq_power_share = 46.2%
INFO  metric final-max-slew-violation-count = 0
INFO  metric drc_violation_total_after_the_first_tritonroute_iteration = 1125
INFO  metric detail_placement_hpwl = between 20000 and 30000 um
INFO  metric antenna_violations_before_repair = 0
INFO  metric worst-r2r-cell-count = 11
INFO  metric cts_buffers = 17
INFO  metric ios = 89
INFO  metric initial_utilization = approximately 51%
INFO  metric synth.top_cells.by_count = sky130_fd_sc_hd__nand2_1 (155), sky130_fd_sc_hd__a21oi_1 (85), sky130_fd_sc_hd__dfrtp_1 (82)
INFO  metric min_delay_path_depth = 2
INFO  metric cp_slowest_cell = sky130_fd_sc_hd__or4_1
INFO  metric fillerInstances = 1901
INFO  metric holdCritStartpoint = re.TCMP1[0]$_DFFE_PN1P_
INFO  metric p_sw = 530 uW
INFO  metric hp-class = reg2reg
INFO  metric post_route_cells_drive_above_1_share = between 10% and 20%
INFO  metric worst_setup_path_end_kind = primary output
INFO  metric route.vias.total = 10552
INFO  metric cts_htree_levels = 4
INFO  metric power.ir.vdd_worst = 0.174 mV
INFO  metric yosys.stat.chipArea = 10900 um^2
INFO  metric synthesis.area_per_instance = 8.70 um^2
INFO  metric min_period_over_period = 76.8%
INFO  metric grt_start_max_net_pins = 53
INFO  metric clk_root_buffer_cell = sky130_fd_sc_hd__clkbuf_16
INFO  metric startpoint_type = input port
INFO  metric global_route.overflow_total = 0
INFO  metric final_design_area_no_fill = around 13000 um^2
INFO  metric clk_pin_slew_worst_paths = 0.07 ns
INFO  metric postSynthCellCount = 1251
INFO  metric core.rowCount = 53
INFO  metric yosys.area.top_type = sky130_fd_sc_hd__dfrtp_1
INFO  metric r2r_slack = 1.99 ns
INFO  metric timing.critical_path.cells = clkdlybuf4s50_1 -> or4_1 -> nor3_1 -> nand4_1 -> nor2_1 -> clkdlybuf4s50_1
INFO  metric fin_tns_setup = 0 ns
INFO  metric yosys.area.top_type_share = 18.9%
INFO  metric unconstrained_endpoints = 64
INFO  metric warning_count = 26
INFO  metric netSwitchingFraction = between 20% and 30%
INFO  metric post-place-cells = 1549
INFO  metric leakagePower = 0.00485 uW
INFO  metric grt_pass1_wl = 60900 um
INFO  metric criticalPathCategory = in2out
INFO  metric cts_tree = built
INFO  metric synth-seq-cells = between 150 and 200
INFO  metric cpMostUsedCell = sky130_fd_sc_hd__clkdlybuf4s50_1
INFO  metric final.min_clock_period = 4.69 ns
INFO  metric drv_cap = 0
INFO  metric synth_top_cell_by_count = sky130_fd_sc_hd__nand2_1
INFO  metric finalWeightedCongestion = between 0.9 and 1
INFO  metric dr.pass1.iters = 8
INFO  metric hold_slack = 0.497 ns
INFO  metric antenna_cells = 0
INFO  metric area.growth.synth_to_final = 15.2%
INFO  metric timing.critical_path.slowest_cell_delay = 0.73 ns
INFO  metric synth.cell_area = ~11000 um^2
INFO  metric layout.area.seq = 4240 um^2
INFO  metric clock_power_share = 48.7%
INFO  metric cts_repair_resize_count = 0
INFO  metric core_area = 21200 um^2
INFO  metric detail-route-antenna-nets = 0
INFO  metric first_global_vias = 9977
INFO  metric die.size.y = 150 um
INFO  metric power_density = ~170 nW/um^2
flip-flops by register name, summed over array words and instances (netlist names):
| name | flops |
|---|---|
| re.div_en_t | 1 |
| cc.int_cnt | 8 |
| re.TCMP1 | 32 |
| re.TCMP0 | 32 |
| re.timer_en_t | 1 |
| as.ready | 1 |
| co.pre_timer_en | 1 |
| re.div_val_t | 4 |
| re.INT_ST | 1 |
| re.PRDATA | 32 |
| re.halt_req | 1 |
| co.COUNTER_VALUE | 64 |
| re.INT_EN | 1 |
routing by layer:
layer	wire length [um]	vias to the layer above	track usage, %
li1	-	4750	-
met4	1600	0	13.0
met2	16900	608	52.6
met5	0	-	0
met3	4610	96	12.6
met1	16600	5098	57.9
critical path, delay by kind of cell:
kind / cells / cell delay [ns]
buffers and inverters: 2 / 0.86
AND/OR/NAND/NOR: 4 / 1.38
stage by stage:
| step | total power (uW) | setup WS, ns |
|---|---|---|
| after detailed placement | 1110 | 1.41 |
| after floorplan | 1030 | 2.49 |
| after global routing | 2200 | 1.27 |
| after global placement | 1110 | 1.44 |
| final | 2130 | 1.41 |
| after CTS | 2150 | 1.41 |
cell usage in the layout, fill, tap and decap left out, types with 32 or more instances in the layout:
cell type,count
sky130_fd_sc_hd__nand2_1,155
sky130_fd_sc_hd__clkdlybuf4s50_1,87
sky130_fd_sc_hd__a21oi_1,84
sky130_fd_sc_hd__dfrtp_1,82
sky130_fd_sc_hd__nor2_1,77
sky130_fd_sc_hd__mux2_2,66
sky130_fd_sc_hd__dfstp_2,65
sky130_fd_sc_hd__o21ai_0,57
sky130_fd_sc_hd__nand3_1,52
sky130_fd_sc_hd__xor2_1,41
sky130_fd_sc_hd__xnor2_1,36
sky130_fd_sc_hd__nand4_1,36
sky130_fd_sc_hd__nor3_1,35
sky130_fd_sc_hd__dlxtn_1,32
worst max path at each step:
stage                        start     endpoint  slack (ns)
after global routing  tim_paddr[9]  tim_pslverr        1.27
after CTS             tim_paddr[9]  tim_pslverr        1.41
final                 tim_paddr[9]  tim_pslverr        1.41
cell families (layout without fill, tap and decap cells):
kind of cell	after synthesis	after routing	share of synthesized area (%)
simple gates	469	469	21.5
buf+inv	122	177	4.46
flops	147	147	34.6
latches	32	32	4.42
compound gates	333	333	21.5
xor+xnor	77	77	6.20
mux	67	67	6.92
fa+ha+maj	4	4	0.460
power groups by stage:
stage                 Combinational, uW  Sequential [uW]  Clock [uW]
after global routing                116              985        1100
final                               107              986        1040
after CTS                           108              986        1050
area by class of cell:
type	instances	share of cell area, %
Inverter	29	0.868
Sequential cell	179	33.8
Clock inverter	13	0.998
Timing Repair Buffer	116	8.71
Tap cell	275	2.75
Multi-Input combinational cell	950	49.3
Clock buffer	19	3.53
Power figures rest on the tool's default switching activity, not on a simulated workload.
